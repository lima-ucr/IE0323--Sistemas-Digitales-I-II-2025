**./design.v**
```verilog
module fulladder (
    input A,
    input B,
    input Cin,
    output S,
    output Cout
);
    wire A_and_Cin, B_and_Cin, A_and_B;
    xor G1 (S, A, B, Cin);
    and G2 (A_and_Cin, A, Cin);
    and G3 (B_and_Cin, B, Cin);
    and G4 (A_and_B, A, B);
    or  G5 (Cout, A_and_Cin, B_and_Cin, A_and_B);
endmodule
module adder4b (
    input [3:0] A,
    input [3:0] B,
    input Cin,
    output [3:0] S,
    output Cout
);
    wire c_01, c_12, c_23;
    fulladder adder0(
        .A(A[0]), .B(B[0]), .Cin(Cin),
        .S(S[0]), .Cout(c_01)
    );
    fulladder adder1(
        .A(A[1]), .B(B[1]), .Cin(c_01),
        .S(S[1]), .Cout(c_12)
    );
    fulladder adder2(
        .A(A[2]), .B(B[2]), .Cin(c_12),
        .S(S[2]), .Cout(c_23)
    );
    fulladder adder3(
        .A(A[3]), .B(B[3]), .Cin(c_23),
        .S(S[3]), .Cout(Cout)
    );
endmodule
```
**./run.sh**
```bash
#!/bin/bash
# OpenROAD 26Q1-2900-gdf79404cd8, Yosys 0.63+post, stock flow scripts
make -C /OpenROAD-flow-scripts/flow DESIGN_CONFIG=/design/flow/config.mk WORK_HOME=/design/flow/orfs finish
```
**./config.mk**
```make
export PLATFORM = sky130hd
export DESIGN_NAME = adder4b
export DESIGN_NICKNAME = adder4b
export VERILOG_FILES = /design/flow/design.v
export SDC_FILE = /design/flow/constraint.sdc
export NUM_CORES = 4
export LEC_CHECK = 1
export CORE_AREA = 10 10 70 70
export DIE_AREA = 0 0 80 80
```
**./constraint.sdc**
```tcl
current_design adder4b

set clk_period 3.7
set clk_io_pct 0.2

create_clock -name clk0 -period $clk_period

set non_clock_inputs [all_inputs -no_clocks]
set_input_delay [expr $clk_period * $clk_io_pct] -clock clk0 $non_clock_inputs
set_output_delay [expr $clk_period * $clk_io_pct] -clock clk0 [all_outputs]
```
==> ci_impl_report.md <==
## PnR job results

| Metric | Value |
|---|---|
| YS warnings | 0 |
| Hpwl dp | 405 µm |
| Metal-1 WL | 198 µm |
| Initial core utilization | 0.0432 |
| LEAKAGE | 0.133 nW |
| Startpoint Class | primary input |
| VDD IR max | 0.0000340 V |
| Placed Cells | 74 |
| Vias | 118 |
| Grt ovf | 0 |
| Die W | 80 µm |
| Vias in the first global route | approximately 150 |
| WL/cell | 5.65 µm |
| Post-synthesis cell type count | 3 |
| Core area | 0.00342 mm² |
| Tcrit/Tclk final | 0.966 |
| Final Hold Vio Count | 0 |
| Placer Congestion | 0.803 |
| Slew @ Worst Pin | 0.101 ns |
| # IOs | 14 |
| PortBufs | 14 |
| HP Start | B[3] |
| Routed length on met3 | 142 µm |
| Layout Cells excl Fill | 74 |
| Top Metal Used | met3 |
| Ant diodes | 0 |
| Outcome | complete, no violations |
| Top non-seq family | adder cells |
| Layout Area Growth over Synthesis | 116% |
| Mapped Cells | 18 |
| Slew Viols, Final | 0 |
| Dominant logic cell type in the layout | clkdlybuf4s50_1 |
| RSZ-0062 raised after global routing | no |
| DIE AREA | 0.00640 mm² |
| Slew margin rel. | 0.932 |
| Crit end category | output port |
| Part of the power in registers | 0 |
| Top Layout Cells | clkdlybuf4s50_1 (11), inv_2 (5), inv_1 (5), fa_2 (3), dlygate4sd2_1 (3) |
| WL met2 | 76 µm |
| Setup Viol. Count Final | 0 |
| Clock buffers | 0 |
| Routed wire length | 418 µm |
| Post-DRT Antenna Nets | 0 |
| Area figure in the yosys stat output | 148 µm² |
| Worst hold stages | 5 |
| Register area share after synthesis | 0 |
| FMAX | about 0.28 GHz |
| DRT iter0 DRCs | 0 |
| Adder-cell share of the synthesized area | 0.542 |
| CP Data Required Time | 2.96 ns |
| # rows | 21 |
| CP arrival | 2.84 ns |
| Share of layout cells above drive strength 1 | 0.286 |
| Setup WS post-layout | 0.124 ns |
| Basic Gates by Area | 0 |
| AO/OA Area Share | 0 |
| Mapped Area | 148 µm² |
| Hold-fix buffers, CTS | 0 |
| Hold Path End | S[3] |
| Largest area contributor in the netlist | fa_1 |
| Tot Pwr | between 0.03 and 0.04 mW |
| Mux frac, synth | 0 |
| XOR/XNOR Area Share | 0 |
| Placement Setup Slack | -0.266 ns |
| Flop count | 0 |
| P_int | 0.0264 mW |
| Mean Syn Cell Area | 8.20 µm² |
| Pin count of the biggest net entering global routing | 2 |
| Power Dens Cells | 120 mW/mm² |
| Clk network pwr share | 0 |
| Hold slack final | 2.36 ns |
| DR vias/cell | 1.59 |
| Tmin final | 3.58 ns |
| Flop area | 0 µm² |
| Drt drc | 0 |
| Max-area cell share | 0.542 |
| Pre-antenna DRT Iters | 1 |
| Critical Path Fanout Max | 1 |
| Hold crit path type | in2out |
| Switching Fraction | 0.308 |
| Filler Cells Inserted | 397 |
| Initial antenna violation count | 0 |
| Top cells, area | fa_1 (54%), inv_1 (25%), buf_4 (20%) |
| Switching pwr | 0.0118 mW |
| Die Y | approximately 80 µm |
| Max Cap Violations | 0 |
| GRT Util Overall | 0.0142 |
| First-pass GRT wire length | 717 µm |
| WS Path Type | in2out |
| Tool warnings | 32 |
| Comb pwr share | 1.000 |
| Ys cells | 18 |
| Post-CTS setup buffers | 0 |
[kinds of logic (layout without fill, tap and decap cells)]
| family | after synthesis | count (layout) |
|---|---|---|
| fa+ha+maj | 4 | 4 |
| buf+inv | 14 | 24 |
[worst max-delay path by stage]
stage / start / to / slack, ns / cells after the start
4_1_cts: B[0] / S[3] / 0.04 / 10
5_1_grt: B[0] / S[3] / 0.009 / 10
6_report: B[0] / S[3] / 0.12 / 10
[cells in the mapped netlist]
cell	count
fa_1	4
inv_1	10
buf_4	4
[power groups by stage]
stage | logic [mW] | registers [mW] | clock network, mW
CTS | 0.0398 | 0 | 0
global route | 0.0447 | 0 | 0
finish | 0.0382 | 0 | 0
[area by class of cell]
| cell class | instances | area, µm² | area share |
|---|---|---|---|
| repair buffers | 14 | 136 | 0.427 |
| multi-input cells | 4 | 87.6 | 0.275 |
| inverters | 10 | 37.5 | 0.118 |
| well taps | 46 | 57.6 | 0.180 |
[metrics by stage]
step / util / setup TNS, ns / instance area [µm²]
after detailed placement: 0.0923 / -0.354 / 315
final: 0.0934 / 0 / 319
after floorplan: - / 0 / 148
after CTS: 0.0934 / 0 / 319
after global routing: 0.0934 / 0 / 319
after global placement: 0.0923 / -0.291 / 315
[worst max-delay path: stages]
cell	delay [ns]
clkdlybuf4s50_1	0.41
inv_2	0.06
fa_2	0.19
inv_2	0.04
fa_2	0.35
fa_2	0.35
inv_2	0.06
fa_1	0.39
inv_1	0.06
dlygate4sd2_1	0.20
[timing repair]
action	in CTS	in global routing
resized	11	0
setup endpoints to repair	2	1
hold endpoints to repair	0	0
pin swaps	4	3
[per-layer routing]
layer / up-vias / global-route usage
met5: - / 0
met4: 0 / 0
met3: 0 / 0.0136
met2: 14 / 0.0152
met1: 44 / 0.0201
li1: 60 / -
Power figures rest on the tool's default switching activity, not on a simulated workload.
