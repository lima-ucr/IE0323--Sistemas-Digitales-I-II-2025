==> /design/flow/design.v <==
module lab8_ejemplo ( clk , rst , enter , in , out );
	input clk , rst , enter , in ;
	output reg out ;
	localparam S0 = 3'b000; 	localparam S1 = 3'b001;
	localparam S2 = 3'b010;		localparam S3 = 3'b011;
	localparam S4 = 3'b100;		localparam S5 = 3'b101;
	reg [ 2 : 0 ] state , next_state ;
	always @ ( negedge enter , negedge rst ) begin
		if (rst == 0) next_state = S0 ;
		else begin
			case ( state )
				S0 : begin
					if (in == 1) next_state = S1 ;
					else next_state = S0 ;
				end
				S1 : begin
					if (in == 1) next_state = S1 ;
					else next_state = S2 ;
				end
				S2 : begin
					if (in == 1) next_state = S1 ;
					else next_state = S3 ;
				end
				S3 : begin
					if (in == 0) next_state = S0 ;
					else next_state = S4 ;
				end
				S4 : begin
					if (in == 0) next_state = S0 ;
					else next_state = S5 ;
				end
				S5 : next_state = state ;
				default: next_state = state ;
			endcase
		end
	end
	always @ ( posedge clk ) begin
		state <= next_state ;
		if ( state == S5 ) out <= 1;
		else out <= 0;
	end
endmodule
==> /design/flow/run.sh <==
#!/bin/bash
# OpenROAD 26Q1-2900-gdf79404cd8, Yosys 0.63+post, stock flow scripts
make -C /OpenROAD-flow-scripts/flow DESIGN_CONFIG=/design/flow/config.mk WORK_HOME=/design/flow/orfs finish
==> /design/flow/config.mk <==
export PLATFORM = sky130hd
export DESIGN_NAME = lab8_ejemplo
export DESIGN_NICKNAME = lab8_ejemplo
export VERILOG_FILES = /design/flow/design.v
export SDC_FILE = /design/flow/constraint.sdc
export NUM_CORES = 4
export LEC_CHECK = 1
export CORE_AREA = 10 10 70 70
export DIE_AREA = 0 0 80 80
==> /design/flow/constraint.sdc <==
current_design lab8_ejemplo

set clk_period 1.0
set clk_io_pct 0.2

create_clock -name clk0 -period $clk_period [get_ports {clk}]
create_clock -name clk1 -period $clk_period [get_ports {enter}]

set non_clock_inputs [all_inputs -no_clocks]
set_input_delay [expr $clk_period * $clk_io_pct] -clock clk0 $non_clock_inputs
set_output_delay [expr $clk_period * $clk_io_pct] -clock clk0 [all_outputs]
==> summary.txt <==
flow finished, numbers: dominant non-sequential cell family after synthesis=AND-OR/OR-AND gates, Starting DRT DRC Count=3, final WL=about 470 um, starting density of the core=under 10%, leading cell types by count after synthesis=4 x sky130_fd_sc_hd__dfxtp_1, 3 x sky130_fd_sc_hd__dfrtn_1, 2 x sky130_fd_sc_hd__inv_1, 2 x sky130_fd_sc_hd__o21ai_0, worst vdd rail ir drop=around 0.35 mV, number of rows created at floorplan=21, data arrival time of the worst path=roughly 0.88 ns, average cell area after synthesis=between 10 and 15 sq um, ratio of cells with drive above 1 in the final layout=between 30% and 40%, Horiz. Die Dim=80 um, Detail Placement HPWL=between 300 and 400 um, register clock-pin slew on the reported worst setup and hold paths=about 0.04 ns, clock tree from TritonCTS=built, Cell Area, Placed=324 sq um, number of antenna violations at the first check in global routing=0, yosys cell count=19, buffers inserted by post-CTS timing repair=0, utilization after layout=between 10 and 15%, PnR Total Power=around 0.0011 W, Synth Area in Simple Gates=between 10% and 20%, area of the placeable core=about 3400 sq um, signed area change from the synthesized netlist to the final layout=58.3%, ao+oa area frac=approximately 17%, Ports=5, Mapped Area=roughly 230 sq um, setup-violating endpoint count in the final report=3, register cell area after layout=around 160 sq um, metal1 wirelength=216 um, Routed Antenna Nets=0, dominant cell by count in the synthesized netlist=sky130_fd_sc_hd__dfxtp_1, Critical Path RT=about 0.6 ns, share of synthesized cell area in full adder, half adder and majority cells=0%, Inserted Diodes=0, quantity of I/O buffers inserted on ports=3, maximum number of pins on one net before global-route repair=8, Met3 Wirelength=around 34 um, Hold Violations, Final=0, total vias in the final route=~170, count of flip-flops with a built-in enable after synthesis=0, synthesized netlist cell count=19, worst slew pin tran=between 0.15 and 0.2 ns, P per Cell Area=3020 nW/um^2, min-delay worst type=in2async, final worst slack=-0.290 ns, Leakage Power=~0.15 nW, area used by multi-input combinational logic=71.3 sq um, setup repair after global routing missed its margin=yes, total length of routed met2 wires=195 um, violations in the final reports=setup timing, Main synth FF type=sky130_fd_sc_hd__dfxtp_1, drt drc=0, post-detailed-route wirelength per cell=~6.3 um, GPL Wtd Cong=approximately 0.65, startpoint class of the critical path=flop, hold buffer count at CTS=0, post-synthesis mux area share=0%, outcome=complete, but fails checks, Unique masters post-synth=12, maximum fanout count along the critical path=7, GRT Util Overall=1.63%, floorplan die height=about 80 um, xor/xnor share=0%, FFs w/ async S/R, synth=~43%, highest routed layer=met4, leading post-synthesis cells by cell area=sky130_fd_sc_hd__dfxtp_1 34%, sky130_fd_sc_hd__dfrtn_1 32%, sky130_fd_sc_hd__nor4b_2 6.4%, Seq share, synth=66.3%, Die ar.=6400 sq um, overall overflow remaining after global route=0, yosys warning tally=1, headroom to the max-slew limit=87.2%, number of global-route vias before repair=between 150 and 200, post-route cell area=approximately 370 sq um, via count normalized by instance count=about 2.3, top cell type's share of synthesized area=about a third, cells resized by post-CTS repair=3, fill cell count=between 400 and 500, final clock skew=approximately 0.0020 ns, Final Max Slew Viols=0, cell type with the largest total area after synthesis=sky130_fd_sc_hd__dfxtp_1, type of the setup path with the least slack=reg2reg, Yosys Chip Area=about 230 sq um, number of OpenROAD warnings=29, Critical Path Sink Type=flop, first-pass detailed-route iteration total=2, Synthesized registers=7, maxcap violations=0, count of clock tree sinks=7, first-pass GRT wire length=between 800 and 900 um
sequential cells by signal, summed over array words and instances, names as in the netlist:
name and count:
out 1, state 3, next_state 3
cells by family (layout without fill, tap and decap cells):
logic type,Yosys count,after routing
AND-OR/OR-AND,6,6
buffers and inverters,2,12
flip-flops,7,7
AND/OR/NAND/NOR,4,4
final cells by class:
| class | count | share of cell area [%] |
|---|---|---|
| timing repair buffer | 3 | 7.43 |
| sequential | 7 | 42.6 |
| tap | 46 | 15.5 |
| clock buffer | 7 | 13.2 |
| multi-input combinational | 10 | 19.3 |
| inverter | 2 | 2.03 |
per-layer routing:
metal | GRT usage, % | vias to the layer above
met3 | 1.36 | 2
met1 | 1.75 | 79
li1 | - | 85
met2 | 1.85 | 8
met5 | 0 | -
met4 | 1.58 | 0
layout by cell type (no fill, tap or decap):
| master | n |
|---|---|
| sky130_fd_sc_hd__a21o_1 | 1 |
| sky130_fd_sc_hd__dfrtn_1 | 3 |
| sky130_fd_sc_hd__nand2b_1 | 1 |
| sky130_fd_sc_hd__clkbuf_1 | 1 |
| sky130_fd_sc_hd__o21ai_1 | 1 |
| sky130_fd_sc_hd__clkdlybuf4s50_1 | 1 |
| sky130_fd_sc_hd__clkbuf_4 | 6 |
| sky130_fd_sc_hd__o221ai_1 | 1 |
| sky130_fd_sc_hd__dlygate4sd2_1 | 2 |
| sky130_fd_sc_hd__dfxtp_2 | 2 |
| sky130_fd_sc_hd__dfxtp_1 | 2 |
| sky130_fd_sc_hd__and3_2 | 1 |
| sky130_fd_sc_hd__o21ai_0 | 1 |
| sky130_fd_sc_hd__nand2_1 | 1 |
| sky130_fd_sc_hd__o21bai_1 | 1 |
| sky130_fd_sc_hd__inv_1 | 2 |
| sky130_fd_sc_hd__a21oi_1 | 1 |
| sky130_fd_sc_hd__nor4b_2 | 1 |
through the flow:
step           TNS, ns  hold WS [ns]  setup WS, ns  std cells
3_5_place_dp     -1.85         0.558        -0.652         68
4_1_cts         -0.799         0.522        -0.296         75
3_3_place_gp     -1.81         0.554        -0.643         68
6_report        -0.791         0.524        -0.290         75
2_1_floorplan   -0.663         0.296        -0.265         19
5_1_grt         -0.851         0.519        -0.296         75
report_power, final:
group	switching, W	internal [W]
Clock	0.000126	0.000284
Sequential	0.000108	0.000426
Combinational	0.0000612	0.000113
final timing paths:
kind | from | to | slack [ns] | depth (start not counted)
max reg2reg | state[2] | next_state[1] | -0.29 | 2
min in group clk1 | in | next_state[2] | 0.87 | 3
max | state[2] | next_state[1] | -0.29 | 2
min reg2reg | state[2] | out | 0.57 | 1
min in group clk0 | state[2] | out | 0.57 | 1
max in group clk0 | next_state[2] | state[2] | 0.04 | 0
max in group asynchronous | rst | next_state[1] | 0.30 | 1
min | rst | next_state[0] | 0.52 | 1
critical path: stages, from the launching register on:
cell                       delay [ns]
sky130_fd_sc_hd__dfxtp_2         0.34
sky130_fd_sc_hd__o21bai_1        0.16
sky130_fd_sc_hd__a21o_1          0.15
Power is estimated from default activity; no workload was simulated.
